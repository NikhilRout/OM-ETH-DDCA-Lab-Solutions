==> ./design.v <==
`timescale 1ns / 1ps
module bad_ALU(input [31:0] a,
               input [31:0] b,
               input [3:0] aluop,
               output [31:0] result,
               output zero);
reg [31:0] slt;
reg [31:0] logicsel;
reg [31:0] alu_val;  
reg [31:0] diff;
wire ss0;  wire ss1; wire ss2; wire ss3;
assign {ss3,ss2,ss1,ss0} = aluop;  
always @ (*)
begin
  if (ss1 == 0)
    if (ss0 == 0)
        logicsel = a & b;
    else
        logicsel = a | b;
  else
        if (ss0 == 1)
            logicsel = ~(a | b);
        else
            logicsel = a ^ b;
    end
always @ (aluop, a, b)
    if (aluop == 4'b1010)
    begin
        diff = a - b;			 
        slt = 0;				 
        if (diff[31] == 1)
            slt = 1;			 
    end
always @ (*)
begin
    case (aluop)
        4'b0000 : alu_val = a + b;
        4'b0010 : alu_val = a - b;
        4'b1010 : alu_val = slt;
        default : alu_val = logicsel;
    endcase
end
assign result = alu_val;
assign zero   = (alu_val == 32'b0) ? 1 : 0;
endmodule
==> ./run.sh <==
#!/bin/bash
# OpenROAD 26Q1-2900-gdf79404cd8, Yosys 0.63+post, stock flow scripts
make -C /OpenROAD-flow-scripts/flow DESIGN_CONFIG=/design/flow/config.mk WORK_HOME=/design/flow/orfs finish
==> ./config.mk <==
export PLATFORM = sky130hd
export DESIGN_NAME = bad_ALU
export DESIGN_NICKNAME = bad_ALU
export VERILOG_FILES = /design/flow/design.v
export SDC_FILE = /design/flow/constraint.sdc
export NUM_CORES = 4
export LEC_CHECK = 1
export CORE_UTILIZATION = 40
==> ./constraint.sdc <==
current_design bad_ALU

set clk_period 18.9
set clk_io_pct 0.2

create_clock -name clk0 -period $clk_period

set non_clock_inputs [all_inputs -no_clocks]
set_input_delay [expr $clk_period * $clk_io_pct] -clock clk0 $non_clock_inputs
set_output_delay [expr $clk_period * $clk_io_pct] -clock clk0 [all_outputs]
==> results_dict.tcl <==
# metrics dict for downstream scripts
set metrics [dict create \
    status "finished clean" \
    yosys.cell_types.count 76 \
    hold_crit_depth 5 \
    floorplan.io_pins 101 \
    post-synth-top-area-fraction_pct 21.6 \
    finalWirelength_um 18500 \
    crit_path_max_incr_delay_ns 0.57 \
    worstMarginPinSlew_ns 0.794 \
    num_vias 6231 \
    final_hold_viol_count 0 \
    avgSynthCellArea_um2 6.68 \
    rows 43 \
    untimed_endpoints 1 \
    post_synth_main_area_contributors "ha_1 22%, xnor2_1 7.0%, inv_1 6.4%" \
    routedWlPerCell_um 17.0 \
    core_area_mm2 0.0139 \
    netlist_area_mm2 0.00573 \
    path_max_fanout 40 \
    postSynth.asyncResetShare_pct 0 \
    ir_worst_vdd_v 0.0000131 \
    unclocked_regs 1 \
    grt_overflow_total 0 \
    ff_latch_area_um2 15.0 \
    cts_setup_buffers 0 \
    layout.area.comb_mm2 0.00508 \
    largest_area_cell "ha_1" \
    timing.hold.worst.start "aluop[0]" \
    maximum_number_of_pins_on_one_net_before_global_route_repair 53 \
    globalplace.congestion 0.962 \
    log.warning_count 99 \
    antenna_left 0 \
    maxSlewHeadroom_pct 46.4 \
    route.detailed.vias_per_inst 5.72 \
    cp.arrival_ns 8.67 \
    postCtsResizedCells 0 \
    ys_cells 858 \
    grt_pass1_vias 5595 \
    io_buffers 101 \
    ys_top_cells_by_count "99 x ha_1, 98 x inv_1, 83 x nor2_1" \
    worstPathCellList "buf_4, inv_2, a211oi_4, buf_4, a211oi_1, a41o_1, a311o_1, or4_1, a2111o_1, nor4_2, nand4b_1, or4_1, nor4_2, clkdlybuf4s50_1" \
    highest_achievable_clock_rate_mhz 80.3 \
    post-route-min-period_ns 12.45 \
    postSynth.topFlopCell "dlxtn_1" \
    period_used_pct 65.9 \
    synth_flop_count 1 \
    drt-initial-drc-count 490 \
    power_density_mw_per_mm2 31.3 \
    die.size.y_um 122 \
    timing.critical_path.slowest_stage_cell "or4_1" \
    synthMostInstantiatedCell "ha_1" \
    cts-hold-fix-buffers 0 \
    detail_route.first_pass.iterations 5 \
    cap_viol_max_count 0 \
    grt_setup_unrepaired "false" \
    report.power.total_uw 212 \
    crit_family "simple AND/OR/NAND/NOR gates" \
    grt_pass1_wl_um 29500 \
    timing.final.max_slew_violations 0 \
    report.final.setup_viol 0 \
    final.setup.tns_ns 0 \
    detailedPlacementHpwl_um 14700 \
    enable_flop_cells 0 \
    yosys_area_mm2 0.00573 \
    min_path_type "in2out" \
    syn2layout_area_growth_pct 18.0 \
    antenna_cells_inserted 0 \
    initial_antenna_violation_count 0 \
    fraction_of_final_layout_cells_sized_beyond_drive_strength_1_pct 2.86 \
    timing.critical_path.to_type "primary output" \
    post_synthesis_instance_total 858 \
    filler_cell_count 1414 \
    timing.critical_path.from_type "input pin" \
    p_leak_uw 0.00302 \
    initial_core_util_pct 41.1 \
    largest_reg_flops 1 \
    die_w_um 122 \
    grt_use_total_pct 25.3 \
    cp.buffers_inverters 4 \
    hold_path_end "result[0]" \
    critical_path_required_ns 15.12 \
    die_area_mm2 0.0148 \
    number_of_warnings_issued_by_yosys 1 \
    critical_path_class "in2out" \
    detail_route.drc_violations 0 \
]
## worst min-delay path: stages
cell and delay [ns]:
buf_2 0.09, buf_4 0.30, nand2_1 0.12, o31ai_1 0.08, clkdlybuf4s50_1 0.40
## metrics by stage
step           cells  worst slack, ns  cell area [µm²]  utilization [%]  hold slack (ns)
2_1_floorplan    858             8.20             5730                -             7.66
3_3_place_gp    1090             6.61             6770             48.5             8.57
3_5_place_dp    1090             6.48             6770             48.5             8.56
4_1_cts         1090             6.48             6770             48.5             8.56
5_1_grt         1090             6.26             6770             48.5             8.66
6_report        1090             6.45             6770             48.5             8.56
## kinds of logic (layout without fill, tap and decap cells)
kind of cell	count (synthesis)	in the layout	synth area share (%)
compound gates	275	275	33.0
simple gates	238	238	19.7
buf+inv	159	211	11.2
fa+ha+maj	101	101	22.3
xor+xnor	53	53	8.10
mux	31	31	5.43
latches	1	1	0.262
## final cells by class
class	instances	share of cell area [%]
multi-input cells	698	75.1
repair buffers	109	15.7
inverters	102	5.66
well taps	180	3.33
flip-flops and latches	1	0.222
## placed cells by master, fill, tap and decap left out, drive strengths merged, types with 19 or more instances in the layout
cell,n
mux2i,30
ha,99
nand2,66
xnor2,46
a211oi,19
a21oi,71
o21ai,43
nor2,84
inv,102
clkdlybuf4s50,99
## report_power, final
group	internal (µW)	switching (µW)
Clock	0	0
Sequential	0.587	0.0995
Combinational	93.8	117
## routing by layer
metal  track usage, %  wire length [µm]  vias to the layer above
met4             4.17               278                        0
li1                 -                 -                     3168
met2             39.1              8140                      234
met1             38.5              8970                     2811
met3             1.96              1150                       18
met5                0                 0                        -
## how the worst max path moves through the flow
stage / startpoint / end / slack [ns] / cells past startpoint
after CTS: aluop[1] / zero / 6.48 / 14
after global routing: aluop[1] / zero / 6.26 / 14
final: aluop[1] / zero / 6.45 / 14
